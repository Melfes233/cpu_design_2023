==> flow/constraint.sdc <==
current_design Bridge

set clk_period 5.8
set clk_io_pct 0.2

create_clock -name clk0 -period $clk_period

set non_clock_inputs [all_inputs -no_clocks]
set_input_delay [expr $clk_period * $clk_io_pct] -clock clk0 $non_clock_inputs
set_output_delay [expr $clk_period * $clk_io_pct] -clock clk0 [all_outputs]
==> flow/run.sh <==
#!/bin/bash
# OpenROAD 26Q1-2900-gdf79404cd8, Yosys 0.63+post, stock flow scripts
make -C /OpenROAD-flow-scripts/flow DESIGN_CONFIG=/design/flow/config.mk WORK_HOME=/design/flow/orfs finish
==> flow/config.mk <==
export PLATFORM = sky130hd
export DESIGN_NAME = Bridge
export DESIGN_NICKNAME = Bridge
export VERILOG_FILES = /design/flow/design.v
export SDC_FILE = /design/flow/constraint.sdc
export NUM_CORES = 4
export LEC_CHECK = 1
export CORE_AREA = 10 10 154 154
export DIE_AREA = 0 0 164 164
==> flow/design.v <==
`timescale 1ns / 1ps
module Bridge (
    input  wire         rst_from_cpu,
    input  wire         clk_from_cpu,
    input  wire [31:0]  addr_from_cpu,
    input  wire         wen_from_cpu,
    input  wire [31:0]  wdata_from_cpu,
    output reg  [31:0]  rdata_to_cpu,
    output wire         clk_to_dram,
    output wire [31:0]  addr_to_dram,
    input  wire [31:0]  rdata_from_dram,
    output wire         wen_to_dram,
    output wire [31:0]  wdata_to_dram,
    output wire         rst_to_dig,
    output wire         clk_to_dig,
    output wire [11:0]  addr_to_dig,
    output wire         wen_to_dig,
    output wire [31:0]  wdata_to_dig,
    output wire         rst_to_led,
    output wire         clk_to_led,
    output wire [11:0]  addr_to_led,
    output wire         wen_to_led,
    output wire [31:0]  wdata_to_led,
    output wire         rst_to_sw,
    output wire         clk_to_sw,
    output wire [11:0]  addr_to_sw,
    input  wire [31:0]  rdata_from_sw,
    output wire         rst_to_btn,
    output wire         clk_to_btn,
    output wire [11:0]  addr_to_btn,
    input  wire [31:0]  rdata_from_btn
);
    wire access_mem = (addr_from_cpu[31:12] != 20'hFFFFF) ? 1'b1 : 1'b0;
    wire access_dig = (addr_from_cpu == 32'hFFFF_F000) ? 1'b1 : 1'b0;
    wire access_led = (addr_from_cpu == 32'hFFFF_F060) ? 1'b1 : 1'b0;
    wire access_sw  = (addr_from_cpu == 32'hFFFF_F070 ) ? 1'b1 : 1'b0;
    wire access_btn = (addr_from_cpu == 32'hFFFF_F078) ? 1'b1 : 1'b0;
    wire [4:0] access_bit = { access_mem,
                              access_dig,
                              access_led,
                              access_sw,
                              access_btn };
    assign clk_to_dram   = clk_from_cpu;
    assign addr_to_dram  = addr_from_cpu;
    assign wen_to_dram   = wen_from_cpu & access_mem;
    assign wdata_to_dram = wdata_from_cpu;
    assign rst_to_dig    = rst_from_cpu;
    assign clk_to_dig    = clk_from_cpu;
    assign addr_to_dig   = addr_from_cpu[11:0];
    assign wen_to_dig    = wen_from_cpu & access_dig;
    assign wdata_to_dig  = wdata_from_cpu;
    assign rst_to_led    = rst_from_cpu;
    assign clk_to_led    = clk_from_cpu;
    assign addr_to_led   = addr_from_cpu[11:0];
    assign wen_to_led    = wen_from_cpu & access_led;
    assign wdata_to_led  = wdata_from_cpu;
    assign rst_to_sw     = rst_from_cpu;
    assign clk_to_sw     = clk_from_cpu;
    assign addr_to_sw    = addr_from_cpu[11:0];
    assign rst_to_btn    = rst_from_cpu;
    assign clk_to_btn    = clk_from_cpu;
    assign addr_to_btn   = addr_from_cpu[11:0];
    always @(*) begin
        casex (access_bit)
            5'b1????: rdata_to_cpu = rdata_from_dram;
            5'b00010: rdata_to_cpu = rdata_from_sw;
            5'b00001: rdata_to_cpu = rdata_from_btn;
            default:  rdata_to_cpu = 32'hFFFF_FFFF;
        endcase
    end
endmodule
==> flow report <==
RUN STATUS
--------------------------------------------------------------------------------
Outcome ........................................................... complete, no violations

DETAILED ROUTING
--------------------------------------------------------------------------------
Detailed-route wire length per cell ...............................     17.35 um
# diodes ..........................................................            0
Final Routed Wirelength ...........................................     11.02 mm
Total number of vias ..............................................         2137
Post-route antenna net violation count ............................            0
First-pass DRT Iterations .........................................            4
Initial drt markers ...............................................          102
Vias per cell .....................................................        3.365
Total DRC errors in the routed layout .............................            0

GLOBAL ROUTE
--------------------------------------------------------------------------------
Met1 usage ........................................................       7.780%
Global-route met3 utilization .....................................       3.253%
Gr usage total ....................................................       7.267%
Number of global-route vias before repair .........................         2378
Number of antenna violations at the first check in global routing .            1
Pin count of the biggest net entering global routing ..............           37
Total gr overflow .................................................            0
Global-route wire length before repair ............................     14.93 mm
Most used routing layer in global routing .........................         met2
Met2 layer usage reported by global route .........................       12.78%

SYNTHESIS
--------------------------------------------------------------------------------
Mapped Cells ......................................................          319
Average footprint of a synthesized cell ...........................   7.582 um^2
Most area-hungry cell type in the Yosys netlist ...................        buf_4
Total number of yosys warnings ....................................            1
Most common library cells after synthesis ......................... buf_4 (188), a22oi_1 (32), a21boi_2 (30), o21ai_1 (30)
Area contributors post-synth ...................................... buf_4 (58%), a21boi_2 (14%), a22oi_1 (9.9%), o21ai_1 (6.2%), nand4_1 (1.6%)
Area share of the largest cell type after synthesis ...............       58.35%
Post-synthesis instance area ......................................    2419 um^2
Post-synth seq share ..............................................           0%
Yosys cell count ..................................................          319
Yosys Chip Area ...................................................    2419 um^2
Count of unique library cells instantiated by Yosys ...............           25
Most numerous cell in the Yosys netlist ...........................        buf_4

PLACED DESIGN
--------------------------------------------------------------------------------
Placed Area .......................................................    3770 um^2
HPWL reported at the end of detailed placement ....................     9.546 mm
Global placer's final weighted congestion .........................       0.7872
Total instance count after detailed placement .....................          635
Setup slack at placement ..........................................    0.4828 ns
Count of buffers inserted at the top-level ports ..................          244

POWER
--------------------------------------------------------------------------------
LEAKAGE ...........................................................     1.268 nW
Pwr Density ....................................................... 50.27 nW/um^2
Worst vdd rail ir drop ............................................   0.01665 mV

FINAL TIMING
--------------------------------------------------------------------------------
Setup repair after global routing missed its margin ...............        false
Peak clock frequency supported by timing ..........................    191.1 MHz
Shortest clock period the worst path allows after layout ..........     5.234 ns
Hold Fails Final Rpt ..............................................            0
Worst slew margin relative to its limit ...........................       53.68%
Cycle use final ...................................................       90.23%
Final WS setup ....................................................    0.5665 ns
Slew at the pin closest to its max-slew limit .....................    0.6948 ns
Final Max Tran Viols ..............................................            0
Final setup viols .................................................            0
Aggregate negative setup slack ....................................         0 ns

CRITICAL PATH
--------------------------------------------------------------------------------
Element type at the critical path end .............................  output port
Worst setup path category .........................................       in2out
Critical-path maximum fanout ......................................           36
Critical path required time .......................................      4.64 ns
Data arrival at the endpoint of the critical path .................      4.07 ns
Worst Setup Start Kind ............................................    input pin

FLOORPLANNING
--------------------------------------------------------------------------------
Starting utilization of the core area .............................       11.91%
Vert. Die Dim .....................................................       164 um
Die Size ..........................................................   26900 um^2
Core area .........................................................   20300 um^2
Die boundary width ................................................       164 um
Number of ports placed on the die boundary ........................          383
# rows ............................................................           52

CLOCK TREE
--------------------------------------------------------------------------------
Post_cts resized ..................................................            0
Number of post-CTS setup repair buffers ...........................            0
Number of hold buffers added after cts ............................            0

JOB
--------------------------------------------------------------------------------
Max-Cap Viols .....................................................            0
Total tool warning count ..........................................           32

MIN PATH
--------------------------------------------------------------------------------
Worst Hold Path Cells .............................................            0
Worst hold-check path type ........................................       in2out
Hold Crit Endpoint ................................................ wdata_to_dig[20]
Hold wc startpoint ................................................ wdata_from_cpu[20]

LAYOUT
--------------------------------------------------------------------------------
Fraction of layout instances using a drive strength above 1 .......       10.96%
Post-Layout Inst Area .............................................    3770 um^2
Flip-flop and latch count .........................................            0
Layout overhead on the synthesized area ...........................       55.87%
Area of all sequential standard cells .............................       0 um^2
Post-route non-filler standard cell count .........................          635
Fraction of the core area covered by cells at the end of the flow .       18.57%
Clock buffer count in the final layout ............................            0

## layout make-up
cell class                 count  area, um^2
fill                        2298       16530
multi-input combinational    117       922.1
tap                          270       337.8
timing repair buffer         248        2510
## layer usage
layer / wire length [um] / vias to the layer above
met4: 292 / 2
met5: 13 / -
met3: 1518 / 38
li1: - / 1019
met1: 3961 / 897
met2: 5232 / 181
## cell families (layout without fill, tap and decap cells)
family / count (synthesis) / after routing / share of synthesized area, %
AND-OR/OR-AND: 97 / 97 / 32.02
AND/OR/NAND/NOR: 20 / 20 / 5.950
buffers and inverters: 202 / 248 / 62.03
## cell usage in the layout (no fill, tap or decap)
cell type,netlist,routed
a21boi_0,2,2
a21boi_2,30,30
a22oi_1,32,32
a41o_4,1,1
and2_1,1,1
and4_2,0,1
and4b_1,1,1
and4bb_2,1,1
buf_12,0,3
buf_4,188,1
clkdlybuf4s50_1,0,244
nand2_1,1,1
nand2b_2,0,1
nand4_1,6,6
nor2_1,2,2
nor3_1,1,1
nor3b_1,1,1
nor4_1,1,1
nor4_2,1,1
nor4b_1,1,1
o21ai_0,2,2
o21ai_1,30,30
or4_4,1,1
## worst max-delay path by stage
stage | from | to | slack (ns) | cells past startpoint
CTS | addr_from_cpu[25] | rdata_to_cpu[14] | 0.49 | 7
global route | addr_from_cpu[25] | rdata_to_cpu[14] | 0.31 | 8
finish | addr_from_cpu[25] | rdata_to_cpu[31] | 0.57 | 8
## per-stage QoR
stage	power (mW)	hold slack (ns)
CTS	0.1941	2.320
finish	0.1895	2.320
floorplan	0.08820	2.336
detailed placement	0.1931	2.320
global placement	0.1934	2.320
global route	0.2036	2.320
## worst max-delay path, stage by stage
cell	delay, ns
clkdlybuf4s50_1	0.50
nand4_1	0.18
nor4_2	0.61
nand2b_2	0.54
buf_12	0.35
a22oi_1	0.18
o21ai_1	0.11
clkdlybuf4s50_1	0.44
## power breakdown
group / internal [mW] / total, mW / switching, mW / leakage, nW
sequential: 0 / 0 / 0 / 0
clock: 0 / 0 / 0 / 0
combinational: 0.149 / 0.190 / 0.0406 / 1.27
Power and IR drop assume default switching activity.
