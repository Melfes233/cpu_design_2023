$ cat run.sh
#!/bin/bash
# OpenROAD 26Q1-2900-gdf79404cd8, Yosys 0.63+post, stock flow scripts
make -C /OpenROAD-flow-scripts/flow DESIGN_CONFIG=/design/flow/config.mk WORK_HOME=/design/flow/orfs finish
$ cat constraint.sdc
current_design digit_display

set clk_period 1.8
set clk_io_pct 0.2

create_clock -name clk0 -period $clk_period [get_ports {cpuclk}]

set non_clock_inputs [all_inputs -no_clocks]
set_input_delay [expr $clk_period * $clk_io_pct] -clock clk0 $non_clock_inputs
set_output_delay [expr $clk_period * $clk_io_pct] -clock clk0 [all_outputs]
$ cat design.v
module digit_display(
    input wire       cpuclk   ,
	input wire       rst   ,
	input wire [31:0] display_led, 
    input wire       dig_wen,
	output reg        led0_en,
	output reg        led1_en,
    output reg        led2_en,
    output reg        led3_en,
    output reg        led4_en,
    output reg        led5_en,
    output reg        led6_en,
    output reg        led7_en,
	output reg        led_ca,
	output reg        led_cb,
    output reg        led_cc,
	output reg        led_cd,
	output reg        led_ce,
	output reg        led_cf,
	output reg        led_cg,
	output wire       led_dp
);
    reg [3:0] disp_dat = 0;   
    reg [7:0] disp_bit = 0;   
    assign led_dp = 1'b1;
    reg [31:0] led_save;
    always @(posedge cpuclk or posedge rst) begin
        if(rst)
            led_save <= 32'd0;
        else if(dig_wen)
            led_save <= display_led;
        else 
            led_save <= led_save;
    end
    reg [31:0]div_cnt;
    reg divclk;
    assign div_flag = (div_cnt >= 32'd1000);
    always @(posedge cpuclk or posedge rst)begin
        if(rst)
            div_cnt <= 32'd0;
        else if(div_flag)
            div_cnt <= 32'd0;
        else
            div_cnt <= div_cnt + 32'd1;
    end
    always @(posedge cpuclk or posedge rst) begin
        if(rst)
            divclk <= 0;
        else if(div_flag)
            divclk <= ~divclk;
        else 
            divclk <= divclk;
    end
    always @(posedge divclk or posedge rst)    begin
        if(rst) begin     
           {led7_en, led6_en, led5_en, led4_en, led3_en, led2_en, led1_en, led0_en}<=8'b11111111;
           disp_dat<=4'd0;
        end
        else begin
            if(disp_bit>=7)     disp_bit<=3'b0;
            else    disp_bit<= disp_bit+3'd1;
            case(disp_bit)
                3'd0:   begin
                    {led7_en, led6_en, led5_en, led4_en, led3_en, led2_en, led1_en, led0_en}<=8'b11111110;   
                    disp_dat<=led_save[3:0];
                end
                3'd1:   begin
                    {led7_en, led6_en, led5_en, led4_en, led3_en, led2_en, led1_en, led0_en}<=8'b11111101;   
                    disp_dat<=led_save[7:4];
                end
                3'd2:   begin
                    {led7_en, led6_en, led5_en, led4_en, led3_en, led2_en, led1_en, led0_en}<=8'b11111011;   
                    disp_dat<=led_save[11:8];
                end
                3'd3:   begin
                    {led7_en, led6_en, led5_en, led4_en, led3_en, led2_en, led1_en, led0_en}<=8'b11110111;   
                    disp_dat<=led_save[15:12];
                end
                3'd4:   begin
                    {led7_en, led6_en, led5_en, led4_en, led3_en, led2_en, led1_en, led0_en}<=8'b11101111;   
                    disp_dat<=led_save[19:16];
                end
                3'd5:   begin
                    {led7_en, led6_en, led5_en, led4_en, led3_en, led2_en, led1_en, led0_en}<=8'b11011111;   
                    disp_dat<=led_save[23:20];
                end
                3'd6:   begin
                    {led7_en, led6_en, led5_en, led4_en, led3_en, led2_en, led1_en, led0_en}<=8'b10111111;   
                    disp_dat<=led_save[27:24];
                end
                3'd7:   begin
                    {led7_en, led6_en, led5_en, led4_en, led3_en, led2_en, led1_en, led0_en}<=8'b01111111;   
                    disp_dat<=led_save[31:28];
                end
                default:    begin
                    {led7_en, led6_en, led5_en, led4_en, led3_en, led2_en, led1_en, led0_en}<=8'b11111111;
                    disp_dat<=4'd0;
                end
            endcase
        end
    end
    always @(*)      begin
        case(disp_dat)
            4'h0:{led_ca, led_cb, led_cc, led_cd, led_ce, led_cf, led_cg} = 7'b0000001;
            4'h1:{led_ca, led_cb, led_cc, led_cd, led_ce, led_cf, led_cg} = 7'b1001111;
            4'h2:{led_ca, led_cb, led_cc, led_cd, led_ce, led_cf, led_cg} = 7'b0010010;
            4'h3:{led_ca, led_cb, led_cc, led_cd, led_ce, led_cf, led_cg} = 7'b0000110;
            4'h4:{led_ca, led_cb, led_cc, led_cd, led_ce, led_cf, led_cg} = 7'b1001100;
            4'h5:{led_ca, led_cb, led_cc, led_cd, led_ce, led_cf, led_cg} = 7'b0100100;
            4'h6:{led_ca, led_cb, led_cc, led_cd, led_ce, led_cf, led_cg} = 7'b0100000;
            4'h7:{led_ca, led_cb, led_cc, led_cd, led_ce, led_cf, led_cg} = 7'b0001111;
            4'h8:{led_ca, led_cb, led_cc, led_cd, led_ce, led_cf, led_cg} = 7'b0000000;
            4'h9:{led_ca, led_cb, led_cc, led_cd, led_ce, led_cf, led_cg} = 7'b0001100;
            4'ha:{led_ca, led_cb, led_cc, led_cd, led_ce, led_cf, led_cg} = 7'b0001000;
            4'hb:{led_ca, led_cb, led_cc, led_cd, led_ce, led_cf, led_cg} = 7'b1100000;
            4'hc:{led_ca, led_cb, led_cc, led_cd, led_ce, led_cf, led_cg} = 7'b1110010;
            4'hd:{led_ca, led_cb, led_cc, led_cd, led_ce, led_cf, led_cg} = 7'b1000010;
            4'he:{led_ca, led_cb, led_cc, led_cd, led_ce, led_cf, led_cg} = 7'b0110000;
            4'hf:{led_ca, led_cb, led_cc, led_cd, led_ce, led_cf, led_cg} = 7'b0111000;
            default:{led_ca, led_cb, led_cc, led_cd, led_ce, led_cf, led_cg} = 7'b1111111;
        endcase
    end
endmodule
$ cat config.mk
export PLATFORM = sky130hd
export DESIGN_NAME = digit_display
export DESIGN_NICKNAME = digit_display
export VERILOG_FILES = /design/flow/design.v
export SDC_FILE = /design/flow/constraint.sdc
export NUM_CORES = 4
export LEC_CHECK = 1
export CORE_UTILIZATION = 30
==> changes_impl.md <==
### Metrics

* Die Width at about 110 µm
* Initial antenna violation count at 0
* CTS resizes at 0
* Fa+ha+maj area frac at 3.92%
* Reg clk slew, reported paths at about 50 ps
* DR top layer: met4
* CP Class: reg2reg
* Worst Tran Pin Value at ~740 ps
* P&R area growth vs syn at 29.6%
* Unique cell types at 42
* Post-synth EDFFs at 8
* Worst Setup SP: div_cnt[31]
* Avg Cell Area, Syn at 13.2 µm²
* Core area at 11400 µm²
* Clk_skew at 7.07 ps
* Final tally of setup violations at 0
* Final wirelength at 6180 µm
* Largest area contributor in the netlist: dfrtp_1
* Netlist area before placement at 3510 µm²
* Main flop type: dfrtp_1
* Top cells by area, synth: dfrtp_1 49%, mux2_2 11%, edfxtp_1 6.8%, dfstp_2 6.0%, ha_1 3.9%
* Vias in the first global route at 2178
* Boundary pin count at 51
* R2R Path Start: div_cnt[31]
* Worst relative slew slack at 50.4%
* PnR Total Power at 3560 µW
* CP Capture Type: register
* Worst Setup Start Kind: register
* Met1 wire length at about 2900 µm
* Synth warn at 2
* Hpwl dp at 4450 µm
* Top Layout Cells: 69 x dfrtp_1, 49 x clkdlybuf4s50_1, 34 x mux2_2, 27 x conb_1, 23 x nor2_1
* Top-area cell share at 49.2%
* DRT iter0 DRCs at around 130
* Flops after synth at 85
* Register pins left without a clock at 20
* Seq share, synth at 62.0%
* First-pass GRT wire length at around 10000 µm
* Sum Neg Setup Slack at 0 ps
* I/O Buffers at a little under 50
* Worst hold path class: in2async
* Post-Syn Instances at around 270
* WL per Instance at 12.7 µm
* CTS tree: built
* Via density at 4.46
* Remaining global-route overflow at 0
* # diodes at 0
* Final period utilization at 89.6%
* Worst skew pair latency at 320 ps
* GPL Wtd Cong at 0.789
* Max-Cap Viols at 0
* Max Slew Vio Count at 0
* Floorplan Utilization at 30.8%
* WL met2 at slightly below 3000 µm
* Hold Fails Final Rpt at 0
* WP data arrival at 1790 ps
* Stage-log warning count at 34
* Site Rows at 39
* Drt first pass iters at 4
* Number of routed nets with antenna violations at 0
* Via count at 2177
* Yosys cell count at roughly 270
* Post-CTS Setup Bufs at 0
* Leak Pwr at 0.00188 µW
* Vertical die size at roughly 110 µm
* DIE AREA at approximately 12000 µm²
* Endpoints left unconstrained at 39
* Most numerous logic cell after layout: dfrtp_1
* Layout cells sized above 1 at 18.3%
* Clock buffer depth at 2
* Run status: completed
* Largest net degree at the start of global routing at 41
* RSZ-0062 raised after global routing: no
* Met3 WL at 265 µm
* Async SR Flop Fraction at 90.6%
* Critical-path maximum fanout at 11
* Tmin final at approximately 1600 ps
* CTS Hold Bufs at 0
* Fmax at 620 MHz
* CTS root buffer: clkbuf_16
* XORs/XNORs by Area at approximately 2.2%
* Logic family by area: multiplexers
* Post-synthesis compound-gate area fraction at 5.56%
* CP required at about 2000 ps
* VDD IR max at 0.627 mV
* PwrDens at just under 800 nW/µm²
* CTS buffer count at 9
* Synth mux share at 13.4%
* GR Util All Layers at a little under an eighth
* Basic Gates by Area at around a tenth
* Hold_ws at 460 ps
* # H-tree levels at 3
* # DRC at 0
* YS chip area at 3510 µm²
[registers in the layout, summed over array words and instances, names as in the netlist, 4 cells and up]
register / cells
div_cnt: 32
disp_bit: 8
led_save: 32
disp_dat: 4
[synthesized netlist by cell type, types with 4 or more instances]
library cell and n:
a21oi_1 8, a221oi_1 4, a222oi_1 4, and3_1 5
buf_2 4, clkbuf_1 5, dfrtp_1 69, dfstp_2 8
edfxtp_1 8, ha_1 11, inv_1 9, mux2_2 34
nand2_1 10, nand3_1 9, nor2_1 23, nor4_1 6
o21ai_0 4, xnor2_1 6
[where the power goes]
group          internal, µW  total, µW  switching [µW]
clock                  1100       1690             587
combinational           156        255            98.6
sequential             1570       1610            43.1
total                  2830       3560             729
[metal layers]
metal  vias to the layer above  GRT usage, %
met1                      1059          17.0
met5                         -             0
met2                        46          18.8
met4                         0          2.07
li1                       1064             -
met3                         8          1.74
[worst paths after layout]
kind                       cells past startpoint  slack [ps]          end
setup / recovery                               4         190       divclk
hold / removal                                 3         460  div_cnt[29]
setup reg to reg                               4         190       divclk
hold reg to reg                                1         480  led_save[5]
max in group asynchronous                      3         950  led_save[4]
min in group clk0                              1         480  led_save[5]
[per-stage QoR]
| step | setup slack, ps | util, % | cells | cell area [µm²] |
|---|---|---|---|---|
| 4_1_cts | 163 | 39.9 | 488 | 4550 |
| 6_report | 188 | 39.9 | 488 | 4550 |
| 3_5_place_dp | 160 | 37.3 | 473 | 4260 |
| 2_1_floorplan | 407 | - | 291 | 3610 |
| 3_3_place_gp | 175 | 37.3 | 473 | 4260 |
| 5_1_grt | 84.2 | 39.9 | 488 | 4550 |
[critical path: stages, from the launching register on]
cell and delay [ps]:
dfrtp_1 350, nor4_1 340, nand4_1 130, or3_4 480
xor2_1 160
[logic make-up (layout without fill, tap and decap cells)]
| family | Yosys count | count (layout) |
|---|---|---|
| simple gates | 66 | 66 |
| fa+ha+maj | 11 | 11 |
| xor+xnor | 9 | 9 |
| compound gates | 28 | 28 |
| other cells | 2 | 27 |
| mux | 41 | 41 |
| buf+inv | 24 | 78 |
| flops | 85 | 85 |
[cell type report]
| class | instances | area [µm²] |
|---|---|---|
| repair buffers | 53 | 546 |
| fillers | 1085 | 6870 |
| inverters | 10 | 41.3 |
| clock inverters | 4 | 52.6 |
| flip-flops and latches | 85 | 2180 |
| well taps | 143 | 179 |
| clock buffers | 11 | 243 |
| multi-input cells | 182 | 1320 |
Power and IR drop assume default switching activity.
